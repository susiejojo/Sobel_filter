$ cat design/flow/run.sh
#!/bin/bash
# OpenROAD 26Q1-2900-gdf79404cd8, Yosys 0.63+post, stock flow scripts
make -C /OpenROAD-flow-scripts/flow DESIGN_CONFIG=/design/flow/config.mk WORK_HOME=/design/flow/orfs finish
$ cat design/flow/config.mk
export PLATFORM = sky130hd
export DESIGN_NAME = main_sobel
export DESIGN_NICKNAME = main_sobel
export VERILOG_FILES = /design/flow/design.v
export SDC_FILE = /design/flow/constraint.sdc
export NUM_CORES = 4
export LEC_CHECK = 1
export CORE_UTILIZATION = 30
$ cat design/flow/constraint.sdc
current_design main_sobel

set clk_period 16.2
set clk_io_pct 0.2

create_clock -name clk0 -period $clk_period [get_ports {clk}]

set non_clock_inputs [all_inputs -no_clocks]
set_input_delay [expr $clk_period * $clk_io_pct] -clock clk0 $non_clock_inputs
set_output_delay [expr $clk_period * $clk_io_pct] -clock clk0 [all_outputs]
$ cat design/flow/design.v
`timescale 1ns / 1ps
module core_sobel ( p0, p1, p2, p3, p5, p6, p7, p8, out);
input  [7:0] p0,p1,p2,p3,p5,p6,p7,p8;	 
output [7:0] out;					 
wire signed [10:0] gx,gy;     
wire signed [10:0] abs_gx,abs_gy;	 
wire [10:0] sum;			 
wire signed [7:0] temp1;
wire c1;
par_addsub sub1(p2,p0,1,temp1,c1);
wire signed [7:0] temp2;
wire c2;
par_addsub sub2(p5,p3,1,temp2,c2);
wire signed [7:0] temp3;
wire c3;
par_addsub sub3(p8,p6,1,temp3,c3);
assign gx=(temp1+(temp2<<1)+temp3); 
wire signed [7:0] temp4;
wire c4;
par_addsub sub4(p0,p6,1,temp4,c4);
wire signed [7:0] temp5;
wire c5;
par_addsub sub5(p1,p7,1,temp5,c5);
wire signed [7:0] temp6;
wire c6;
par_addsub sub6(p2,p8,1,temp6,c6);
assign gy=(temp4+(temp5<<1)+temp6); 
assign abs_gx = (gx[10]? ~gx+1 : gx);	 
assign abs_gy = (gy[10]? ~gy+1 : gy);	 
assign sum = (abs_gx+abs_gy);			 
assign out = (|sum[10:8])?8'hff : sum[7:0];	 
endmodule
`timescale 1ns / 1ps
module main_sobel (bus_in,bus_out,data_strobe, bus_rw,clk, reset);
input [71:0] bus_in;
output reg [7:0] bus_out;
input data_strobe;	 
input bus_rw;		 
input reset;
input clk;
reg [7:0] row3 [2:0];	 
reg [7:0] row2 [2:0];
reg [7:0] row1 [2:0];
reg write_en,read_en;	 
wire [7:0] out1;					
core_sobel s1(row1[0],row1[1],row1[2],
 row2[0],row2[2],
 row3[0],row3[1],row3[2],out1);
always @(posedge clk,negedge reset)
begin
	if(!reset)						
	begin
		read_en = 1'b0;				 
		write_en = 1'b0;				 
		bus_out = 8'hff;			 
	end
	else if(!data_strobe & !bus_rw & !write_en)	 
	begin
		{row1[0],row2[0],row3[0],row1[1],row2[1],row3[1],row1[2],row2[2],row3[2]} = bus_in;		 
		write_en = 1'b1;			 
	end
	else if(!data_strobe & bus_rw & !read_en)	 
	begin
		bus_out = out1;		
		read_en = 1'b1;		 
	end
	else if(~data_strobe)
	begin
		write_en = 1'b0;
		read_en = 1'b0;			
	end
	else
	begin
		bus_out = bus_out;
	end
end
endmodule
`timescale 1ns / 1ps
module par_addsub(a,b,cin,sum,cout);
input [7:0] a;
input [7:0] b;
input cin;
output reg [7:0] sum;
output reg cout;
reg [8:0] c;
integer i;
always @ (a or b or cin)
begin
c[0]=cin;
if (cin == 0) begin
for ( i=0; i<8 ; i=i+1)
begin
sum[i]= a[i]^b[i]^c[i];
c[i+1]= (a[i]&b[i])|(a[i]&c[i])|(b[i]&c[i]);
end
end
else if (cin == 1) begin
for ( i=0; i<8 ; i=i+1)
begin
sum[i]= a[i]^(~ b[i])^c[i];
c[i+1]= (a[i]&(~b[i]))|(a[i]&c[i])|((~b[i])&c[i]);
end
end
cout=c[8];
end
endmodule
==> out/summary.txt <==
outcome: completed
Post-synth seq share: 40.6%
synthesis-to-finish area growth: 24.2%
Ports: 84
CTS buffer count: 9
RSZ-0062 raised after global routing: false
flop-to-flop setup slack: 8.19 ns
total grt overflow: 0
core area: 0.0174 mm2
DIE WIDTH: 136 um
reg2reg path depth: 27
Fillers: 1655
FP Util: 30.9%
hpwl dp: 7810 um
Least-Margin Pin Slew: 0.685 ns
# Cells Yosys: 449
FMAX: 125 MHz
via count: 3283
post-synth top area cell: edfxtp_1
Synth flops: 74
CTS resizes: 0
global-route usage over all layers: 11.3%
Crit Path Class: reg2reg
met2 WL: 4330 um
post-synthesis cell count: 449
final setup vio count: 0
worst slack at placement: 8.17 ns
Startpoint Class: flip-flop
Unique cell types: 45
clock sink total: 74
top cells, area: edfxtp_1 36%, fa_1 20%, ha_1 8.8%
H-tree depth: 3
worst vdd ir: 0.127 mV
# DRC: 0
Setup Skew: 0.00409 ns
Worst slew margin: 54.2%
Max Slew Vio Count: 0
max layer used: met4
fin crit share: 49.4%
maximum clock path buffer count: 2
initial DRC count: 144
Die ar.: 0.0185 mm2
PwrDens: 184 mW/mm2
routability cong.: 0.838
CP Launch Point: row1[2][0]
Port Buffers: 75
TritonCTS clock tree: done
Tmin final: 8.01 ns
Via density: 4.29
worst-path fanout max: 10
Largest type area fraction: 35.7%
FF-to-FF End: bus_out[1]
most frequent cells after synthesis: 79 x inv_1, 64 x edfxtp_1, 55 x fa_1
Placed Area: 0.00643 mm2
crit path DAT: 8.25 ns
number of nets with antenna violations after routing: 0
number of global-route vias before repair: 3425
setup TNS: 0 ns
cell area after synthesis: 0.00538 mm2
YS chip area: 0.00538 mm2
drt first pass iters: 4
Total Routed Length: 9270 um
wire length per cell: 12.1 um
main flop type: edfxtp_1
asr flop ratio synth: 13.5%
met3 routed wirelength: 590 um
post-route setup slack: 8.19 ns
first-pass GRT wire length: 15700 um
Post-CTS Setup Inserts: 0
r2r startpoint: row1[2][0]
fraction of layout cells with a size suffix above 1: 6.11%
Worst Path Required: 16.44 ns
maxcap violations: 0
largest net degree at the start of global routing: 46
Final Hold Fails: 0
CTS root buffer: clkbuf_16
Yosys top cell by instances: inv_1
Final Power: 0.00123 W
Layout Utilization: 38.4%
Log Warnings: 33
CP endpoint: bus_out[1]
Worst Hold Class: reg2reg
antenna violations before repair: 0
Die H: 136 um
syn avg cell area: 12.0 um2
Crit. End Element: flip-flop
LEAKAGE: 2.67 nW
post-route cell area: 0.00668 mm2
clk slew on worst S/H paths: 0.05 ns
n_diodes: 0
count of library flops with an enable pin: 64
Yosys warning total: 14
Clock Latency Late Sink: 0.34 ns
Met1 Wirelength: 4220 um
num rows: 48
Hold-fix buffers, CTS: 0
## routing by layer
layer  vias to the layer above  track usage (%)
li1                       1680                -
met1                      1519             17.0
met2                        75             17.7
met3                         9             3.23
met4                         0             1.36
met5                         -                0
## placed cells by master, fill, tap and decap left out, drive strengths merged, types with 2 or more instances in the layout
cell type      instances
inv                   79
clkdlybuf4s50         75
edfxtp                64
fa                    55
nor2                  43
ha                    38
xnor2                 28
a21oi                 21
xor2                  18
o21ai                 14
clkbuf                12
dfstp                  8
nor2b                  7
nor3                   7
nand3                  6
nand2                  6
nand2b                 6
a211oi                 5
a21o                   4
o211ai                 4
o31ai                  3
o21bai                 3
a211o                  2
o21a                   2
or2                    2
o221ai                 2
o41ai                  2
clkinv                 2
buf                    2
dfrtp                  2
or3                    2
or3b                   2
nor4b                  2
## worst max-delay path: stages, from the launching register on
cell,delay [ns]
edfxtp_1,0.36
inv_1,0.09
ha_1,0.15
inv_1,0.05
fa_1,0.37
fa_1,0.40
fa_1,0.40
fa_1,0.41
fa_1,0.41
fa_1,0.40
xnor2_1,0.18
xor2_1,0.25
inv_1,0.10
fa_1,0.53
inv_1,0.05
ha_1,0.32
o311ai_1,0.12
a31oi_2,0.52
mux2_2,0.43
fa_1,0.45
a21oi_1,0.22
o211ai_1,0.16
o41ai_1,0.52
o21bai_1,0.11
a21oi_1,0.20
xnor2_1,0.13
xnor2_2,0.41
a21oi_1,0.14
## report_power, final
part	internal [W]	switching [W]	leakage [nW]
Sequential	0.000222	0.00000531	0.692
Combinational	0.000369	0.000463	1.86
Clock	0.000102	0.0000694	0.122
## registers in the layout, indices dropped and copies added (netlist names)
register  cells
row3         24
row1         24
write_en      1
read_en       1
bus_out       8
row2         16
## stage by stage
step	std cells	hold WS [ns]
3_5_place_dp	750	0.496
3_3_place_gp	750	0.495
2_1_floorplan	449	0.461
6_report	765	0.505
4_1_cts	765	0.506
5_1_grt	765	0.530
## final cells by class
type | count | area, um2 | area share (%)
Timing Repair Buffer | 77 | 766 | 11.5
Tap cell | 225 | 282 | 4.21
Sequential cell | 74 | 2180 | 32.7
Inverter | 79 | 297 | 4.44
Multi-Input combinational cell | 295 | 2900 | 43.4
Clock inverter | 3 | 17.5 | 0.262
Clock buffer | 12 | 236 | 3.54
## worst min-delay path by stage
| stage | start | end | cells past startpoint |
|---|---|---|---|
| 5_1_grt | bus_out[5] | bus_out[5] | 2 |
| 6_report | bus_out[6] | bus_out[6] | 2 |
| 4_1_cts | bus_out[5] | bus_out[5] | 2 |
## cells by family after synthesis
kind of cell,count (synthesis),synth area share [%]
muxes,1,0.209
buffers and inverters,80,5.58
xor gates and xnor gates,46,7.63
AOI/OAI and AO/OA,66,7.84
adders and majority gates,93,29.3
DFF,74,40.6
and+or+nand+nor,89,8.84
Power and IR drop assume default switching activity.

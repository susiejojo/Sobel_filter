### design/flow/run.sh
#!/bin/bash
# OpenROAD 26Q1-2900-gdf79404cd8, Yosys 0.63+post, stock flow scripts
make -C /OpenROAD-flow-scripts/flow DESIGN_CONFIG=/design/flow/config.mk WORK_HOME=/design/flow/orfs finish
### design/flow/constraint.sdc
current_design magcomp_8

set clk_period 2.1
set clk_io_pct 0.2

create_clock -name clk0 -period $clk_period

set non_clock_inputs [all_inputs -no_clocks]
set_input_delay [expr $clk_period * $clk_io_pct] -clock clk0 $non_clock_inputs
set_output_delay [expr $clk_period * $clk_io_pct] -clock clk0 [all_outputs]
### design/flow/design.v
module magcomp_8(a,b,equal,a_great,b_great);
  input [7:0]a,b;
  output equal,a_great,b_great;
  wire ex,gx,sx;
  magcomp_4 m1(a[7:4],b[7:4],{1'b1},{1'b0},{1'b0},ex,gx,sx);
  magcomp_4 m2(a[3:0],b[3:0],ex,gx,sx,equal,a_great,b_great);
endmodule
module magcomp_4(a,b,ex,gx,sx,e,g,s);  
  input [3:0]a,b;
  input ex,gx,sx;
  output e,g,s;
  wire [3:0]x,bbar;
  wire g1,g2,g3,g4,g5,ebar,gbar;
    xnor z3(x[3],a[3],b[3]);
  xnor z2(x[2],a[2],b[2]);
  xnor z1(x[1],a[1],b[1]);
  xnor z0(x[0],a[0],b[0]);
   not n3(bbar[3],b[3]);
  not n2(bbar[2],b[2]);
  not n1(bbar[1],b[1]);
  not n0(bbar[0],b[0]);
  and q1(g1,a[3],bbar[3]);
  and q2(g2,x[3],a[2],bbar[2]);
  and q3(g3,x[3],x[2],a[1],bbar[1]);
  and q4(g4,x[3],x[2],x[1],a[0],bbar[0]);
  and q5(g5,x[3],x[2],x[1],x[0],gx); 
  or o1(g,g1,g2,g3,g4,g5);
  and a1(e,x[0],x[1],x[2],x[3],ex); 
  not n4(ebar,e);
  not n5(gbar,g);
  and a2(s,ebar,gbar);
endmodule
### design/flow/config.mk
export PLATFORM = sky130hd
export DESIGN_NAME = magcomp_8
export DESIGN_NICKNAME = magcomp_8
export VERILOG_FILES = /design/flow/design.v
export SDC_FILE = /design/flow/constraint.sdc
export NUM_CORES = 4
export LEC_CHECK = 1
export CORE_AREA = 10 10 70 70
export DIE_AREA = 0 0 80 80
==> results.sh <==
# yosys + openroad results
export IMPL_clock_fmax_mhz=491
export IMPL_finalSetupViolations=0
export IMPL_grt_pass1_vias=291
export IMPL_portBuffers=19
export IMPL_critical_path_top_delay_family="buffers and inverters"
export IMPL_postCtsHoldBufs=0
export IMPL_io_pins=19
export IMPL_path_cells="clkdlybuf4s50_1 -> xnor2_2 -> nand3_4 -> o21a_1 -> o21a_1 -> buf_2"
export IMPL_p_per_area_nw_per_um2=192
export IMPL_critPathCaptureType="output pin"
export IMPL_worstMarginPinSlew_ns=0.236
export IMPL_vias=263
export IMPL_grt_use_total_pct=2.31
export IMPL_rsz0062_at_grt="false"
export IMPL_cap_viol_max_count=0
export IMPL_nFillCells=401
export IMPL_drt_pass1_iterations=2
export IMPL_drive_gt1_share_pct=36.7
export IMPL_antenna_found_initial=0
export IMPL_common_cells="5 x inv_1, 4 x xnor2_1, 3 x o21a_1"
export IMPL_core_area_um2=3420
export IMPL_area_delta_synth_final_pct=157
export IMPL_grt_ovfl_total=0
export IMPL_routed_wl_um=786
export IMPL_startpoint_type="primary input"
export IMPL_initCoreUtil_pct=5.93
export IMPL_ant_nets=0
export IMPL_setup_tns_ns=0
export IMPL_crit_fanout=3
export IMPL_min_period_ns=2.04
export IMPL_fin_crit_sh_pct=97.0
export IMPL_syn_area_per_cell_um2=6.99
export IMPL_yosysTopAreaCellShare_pct=17.3
export IMPL_critPathSlowestCell="clkdlybuf4s50_1"
export IMPL_gp_congestion=0.654
export IMPL_yosys_warnings=0
export IMPL_drv_slew=0
export IMPL_yosys_cells=29
export IMPL_yosys_area_um2=203
export IMPL_min_path_type="in -> out"
export IMPL_grt_max_degree=4
export IMPL_die_x_um=80
export IMPL_wire_per_inst_um=8.27
export IMPL_syn_cell_area_um2=203
export IMPL_top_cells_by_area="xnor2_1 17%, ha_1 12%, o21a_1 11%"
export IMPL_status="completed"
export IMPL_p_leak_nw=0.196
export IMPL_fp_dieH_um=80
export IMPL_first_iter_violations=1
export IMPL_final_seq_area_um2=0
export IMPL_yosysTopAreaCell="xnor2_1"
export IMPL_crit_top_cell="o21a_1"
export IMPL_n_clock_buffer=0
export IMPL_rows=21
export IMPL_ff_count=0
export IMPL_diodes=0
export IMPL_yosysUniqueCellTypes=18
export IMPL_hold_slack_ns=1.38
export IMPL_yosys_stat_seqShare_pct=0
export IMPL_dp_hpwl_um=733
export IMPL_grt_first_pass_wirelength_um=1240
export IMPL_route_detailed_drc=0
export IMPL_cp_required_ns=1.68
export IMPL_via_per_inst=2.77
export IMPL_peakVddDrop_mv=0.0669
export IMPL_warnings=32
export IMPL_chipArea_um2=6400
export IMPL_critical_path_max_stage_delay_ns=0.52
export IMPL_critPathKind="in -> out"
export IMPL_arrival_ns=1.62
export IMPL_critPathBufInv=2
export IMPL_hold_viol=0
export IMPL_synth_most_common_cell="inv_1"
export IMPL_syn_inst=29
export IMPL_relSlewSlack_pct=84.3
repair_timing:
action	in CTS	in global routing
pin swaps	6	3
endpoints found under the setup margin	3	3
resized	33	6
endpoints found under the hold margin	0	0
buffers inserted	0	0
power by group:
group | switching, W | leakage [nW] | internal (W)
Combinational | 0.0000399 | 0.196 | 0.0000604
Clock | 0 | 0 | 0
Sequential | 0 | 0 | 0
metrics by stage:
step	power, W	cell area, um2	util, %	std cells	setup WS, ns
2_1_floorplan	0.0000335	203	-	29	0.426
3_3_place_gp	0.0000845	458	13.4	95	-0.639
3_5_place_dp	0.0000858	458	13.4	95	-0.652
4_1_cts	0.000100	522	15.3	95	0.000738
5_1_grt	0.000111	522	15.3	95	0.00434
6_report	0.000100	522	15.3	95	0.0637
placed cells by master (no fill, tap or decap), types with 2 or more instances in the layout:
cell type        Yosys  final
dlygate4sd2_1        0      7
clkdlybuf4s50_1      0      6
xnor2_1              4      3
inv_1                5      3
o21a_1               3      3
inv_2                0      2
ha_4                 0      2
clkdlybuf4s15_1      0      2
clkbuf_2             0      2
buf_2                0      2
path summary, 6_finish.rpt:
| kind | start | endpoint | slack, ns | cells past startpoint |
|---|---|---|---|---|
| worst max-delay path | b[6] | b_great | 0.06 | 6 |
| worst min-delay path | b[0] | equal | 1.38 | 5 |
tightest hold or removal path, delay by kind of cell:
kind | cells | cell delay (ns)
and+or+nand+nor | 2 | 0.15
buffers and inverters | 2 | 0.31
xor gates and xnor gates | 1 | 0.08
cells by family after synthesis:
family / share of synthesized area (%)
simple gates: 29.0
compound gates: 26.5
buf+inv: 9.26
xor+xnor: 17.3
fa+ha+maj: 17.9
per-layer routing:
layer | part of all wire [%] | vias to the layer above | wire, um | track usage (%)
met5 | 0 | - | 0 | 0
met4 | 0 | 0 | 0 | 0
met3 | 9.2 | 0 | 72 | 0.568
met2 | 41 | 13 | 321 | 3.93
met1 | 50 | 110 | 392 | 3.03
li1 | - | 140 | - | -
layout make-up:
class | count | area, um2 | share of cell area (%)
Timing Repair Buffer | 20 | 169 | 32.4
Multi-Input combinational cell | 24 | 277 | 53.0
Tap cell | 46 | 57.6 | 11.0
Inverter | 5 | 18.8 | 3.60
Power is estimated from default activity; no workload was simulated.
